<file path="/design/flow/config.mk">
export PLATFORM = sky130hd
export DESIGN_NAME = decoder
export DESIGN_NICKNAME = decoder
export VERILOG_FILES = /design/flow/design.v
export SDC_FILE = /design/flow/constraint.sdc
export NUM_CORES = 4
export LEC_CHECK = 1
export CORE_AREA = 10 10 70 70
export DIE_AREA = 0 0 80 80
</file>
<file path="/design/flow/run.sh">
#!/bin/bash
# OpenROAD 26Q1-2900-gdf79404cd8, Yosys 0.63+post, stock flow scripts
make -C /OpenROAD-flow-scripts/flow DESIGN_CONFIG=/design/flow/config.mk WORK_HOME=/design/flow/orfs finish
</file>
<file path="/design/flow/constraint.sdc">
current_design decoder

set clk_period 1.5
set clk_io_pct 0.2

create_clock -name clk0 -period $clk_period

set non_clock_inputs [all_inputs -no_clocks]
set_input_delay [expr $clk_period * $clk_io_pct] -clock clk0 $non_clock_inputs
set_output_delay [expr $clk_period * $clk_io_pct] -clock clk0 [all_outputs]
</file>
<file path="/design/flow/design.v">
module decoder(input[3:0]d,
input e,
output [15:0]y);
assign y=e?1<<d:0;
endmodule
</file>
==> results_slide.txt <==
Synthesis and Place & Route Summary

Worst setup path
  • Worst setup path class: in -> out
  • Critical Path Max Stage Delay: 0.39 ns
  • Worst path slowest cell: or3b_4
  • Worst Path Max Fanout: 4
  • Required time of the worst setup path: 1.20 ns
  • Chain of cells forming the critical path: buf_4 -> or3b_4 -> buf_6 -> nor2_1 -> buf_2
  • Arrival time of data at the critical path endpoint: 1.14 ns
  • Origin of the worst setup path: d[2]
  • Startpoint type of the worst setup path: input port
  • Crit. End Element: output port

GRT
  • Antenna violations before repair: 0
  • Total grt overflow: 0
  • Number of global-route vias before repair: 291
  • Global-route wire length before repair: 1510 um
  • All-Layer GR Usage: 2.96%
  • Pin count of the biggest net entering global routing: 5

Floorplan
  • Init Core Util: 3.52%
  • Boundary pin count: 21
  • Die Height: 80 um
  • Standard cell core area: 3420 sq um
  • Die Size: 6400 sq um
  • Placement Rows: 21
  • Die width: 80 um

Timing
  • Number of slew-limit violations in the final report: 0
  • Final clock period utilization by the worst path: 95.9%
  • Fin Setup TNS: 0 ns
  • Final hold viol count: 0
  • Achievable frequency: 695 MHz
  • RSZ-0062 raised after global routing: no
  • Final setup vio count: 0
  • Final period demand of the worst path: 1.44 ns
  • Worst slew pin tran: 0.168 ns
  • Worst slew margin relative to its limit: 88.8%
  • Hold slack final: 0.979 ns

Detailed routing
  • Residual DRC: 0
  • Number of nets with antenna violations after routing: 0
  • # diodes: 0
  • Initial DRT Pass Iterations: 2
  • Aggregate routed wire length: 1020 um
  • Vias after detailed routing: 293
  • Post-DR vias/cell: 2.90
  • Detailed Route Iter0 Violations: 3
  • Wire length per cell after detailed routing: 10.0 um

Pwr
  • Switch Pwr: 33.7 uW
  • Internal Power: 42.8 uW
  • Combinational Power Share: 100.0%
  • Switching Share: 44.1%
  • Worst vdd rail ir drop: 31.5 uV
  • P per Cell Area: 158 nW/um^2
  • Leakage Power: 0.000233 uW
  • Sequential share of power: 0%
  • Clk network pwr share: 0%

Hold path
  • Hold path depth: 4
  • Hold Startpoint: d[0]
  • Hold crit path type: in -> out

Layout
  • Number of sequential cells in the layout: 0
  • Reg area: 0 sq um
  • Filler Cells Inserted: 404
  • Non-Filler Instances: 101
  • Fraction of final layout cells with drive strength greater than 1: 60.0%
  • Final design area excluding fillers: 483 sq um
  • Number of clock buffer instances in the layout: 0
  • Area growth, synth to finish: 302%

Placement
  • Sum of net half-perimeters after detailed placement: 824 um
  • DP Area: 410 sq um
  • Total of buffers placed on input and output ports: 21
  • Routability-driven placement congestion ratio: 0.709
  • Cell count after placement: 93

Clock network
  • Quantity of hold-fixing buffers added after cts: 0

Status
  • Outcome: complete, no violations

Logic synthesis
  • Yosys synthesis warning count: 0
  • Part of the Yosys area used for sequential elements: 0%
  • Distinct cells, synth: 9
  • Number of instances in the synthesized netlist: 23
  • Avg Inst Size Synth: 5.22 sq um
  • Yosys Instances: 23
  • Post-synthesis chip area from yosys: 120 sq um
  • Total standard cell area after synthesis: 120 sq um

Job
  • Max Cap Violations: 0
  • Tool warning count: 32
## cells in the mapped netlist
| cell | n | share of area [%] |
|---|---|---|
| nor2_2 | 1 | 5.2 |
| nor2_1 | 11 | 34 |
| nor3_2 | 1 | 8.3 |
| nand3b_1 | 2 | 12 |
| nand2b_1 | 2 | 10 |
| nand3_1 | 1 | 4.2 |
| nand2_1 | 1 | 3.1 |
| or3b_4 | 1 | 9.4 |
| nor3_1 | 3 | 12 |
## layout make-up
class / count / area (sq um) / share of cell area, %
timing repair buffer: 32 / 255 / 52.8
multi-input combinational: 23 / 170 / 35.2
tap: 46 / 57.6 / 11.9
## layout by cell type, fill, tap and decap left out, types with 2 or more instances in the layout
cell	n
dlygate4sd2_1	9
clkdlybuf4s15_1	2
buf_2	7
nor2_1	8
buf_6	5
nand3b_1	2
buf_4	8
nor3_2	4
nand2b_4	2
nor2_2	4
## power groups by stage
stage	Clock, uW	Sequential, uW	Combinational, uW
CTS	0	0	73.4
global route	0	0	82.8
finish	0	0	76.5
## kinds of logic after synthesis
| kind of cell | count (synthesis) | share of synthesized area [%] |
|---|---|---|
| simple gates | 23 | 100 |
## critical path, delay by kind of cell
kind / cells / cell delay [ns]
buffers and inverters: 3 / 0.37
and+or+nand+nor: 2 / 0.47
## routing by layer
layer  global-route usage [%]  up-vias  wire length [um]
met5                        0        -                 0
met4                        0        0                 0
met3                    0.909        0               129
met2                     6.02       11               550
met1                     2.97      138               335
li1                         -      144                 -
## through the flow
step	utilization [%]	total power (uW)	setup WS, ns
3_3_place_gp	12.0	57.4	-0.607
6_report	14.1	76.5	0.0615
2_1_floorplan	-	14.6	0.418
4_1_cts	14.0	73.4	0.0221
5_1_grt	14.1	82.8	0.00742
3_5_place_dp	12.0	57.9	-0.613
## final timing paths
path,end
setup / recovery,y[9]
hold / removal,y[1]
## timing repair
action / 4_1_cts / 5_1_grt
pin swaps: 13 / 2
buffers inserted: 8 / 1
gates resized: 59 / 7
setup endpoints to repair: 16 / 8
cloned: 0 / 0
Power figures rest on the tool's default switching activity, not on a simulated workload.
